==> design/flow/design.v <==
module lvt_bram (
    input wire [6:0] wr0_addr, wr1_addr,
    input wire [31:0] wr0_data, wr1_data,
    input wire [6:0] rd0_addr,
    output wire [31:0] rd0_data,
    input wire clk,
    input wire rst,  
    input wire wr0_en,
    input wire wr1_en,
    input wire rd0_en
);
wire [31:0] temp_rd0;
wire [31:0] temp_rd1;
wire lvt_out;
LiveValueTable L1 (
    .clk(clk),
    .rst(rst),
    .write_addr_0(wr0_addr),
    .write_addr_1(wr1_addr),
    .write_enable_0(wr0_en),
    .write_enable_1(wr1_en),
    .read_addr(rd0_addr),
    .read_enable(rd0_en),
    .lvt_out(lvt_out)
);
BRAM B0 (.clk(clk), .rst(rst), .w_en(wr0_en), .rd_en(rd0_en),.wr_addr(wr0_addr),.rd_addr(rd0_addr), .data_in(wr0_data), .data_out(temp_rd0));
BRAM B1 (.clk(clk), .rst(rst), .w_en(wr1_en), .rd_en(rd0_en),.wr_addr(wr1_addr), .rd_addr(rd0_addr), .data_in(wr1_data), .data_out(temp_rd1));
assign rd0_data = lvt_out ? temp_rd1 : temp_rd0;
endmodule
module LiveValueTable (
    input wire clk,
    input wire rst,
    input wire [6:0] write_addr_0,
    input wire [6:0] write_addr_1,
    input wire write_enable_0,
    input wire write_enable_1,
    input wire [6:0] read_addr,
    input wire read_enable,
    output reg lvt_out
);
parameter ADDR_WIDTH = 7;  
reg [1:0] lvt_memory [0:(2**ADDR_WIDTH)-1];
integer i;
always @(posedge clk or posedge rst) begin
    if (rst) begin
        for (i=0; i < (2**ADDR_WIDTH); i = i + 1) begin
            lvt_memory[i] <= 2'b00;
        end
    end else begin
        if (write_enable_0) begin
            lvt_memory[write_addr_0] <= 2'b00;  
        end
        if (write_enable_1) begin
            lvt_memory[write_addr_1] <= 2'b01;  
        end
    end
end
always @(posedge clk or posedge rst) begin
    if (rst) begin
        lvt_out <= 1'b0;  
    end else begin
        if (read_enable) begin
            lvt_out <= (lvt_memory[read_addr] == 2'b00) ? 1'b0 : 1'b1;  
        end
    end
end
endmodule
module BRAM (
    input wire clk,
    input wire rst,
    input wire w_en,
    input wire rd_en,
    input wire [6:0] wr_addr,
    input wire [6:0] rd_addr,
    input wire [31:0] data_in,
    output reg [31:0] data_out
);
reg [6:0] ram [0:127];
integer i;
always @(posedge clk) begin
    if (rst) begin
        for (i = 0; i < 128; i = i+1) begin
            ram[i] <= 7'b0;
       end
    end else begin
        if (w_en) begin
            ram[wr_addr] <= data_in;
        end 
        else if(rd_en) begin
        data_out <= ram[rd_addr];
        end
        else begin
            data_out<=32'b0;
         end
    end
end
endmodule
==> design/flow/run.sh <==
#!/bin/bash
# OpenROAD 26Q1-2900-gdf79404cd8, Yosys 0.63+post, stock flow scripts
make -C /OpenROAD-flow-scripts/flow DESIGN_CONFIG=/design/flow/config.mk WORK_HOME=/design/flow/orfs finish
==> design/flow/config.mk <==
export PLATFORM = sky130hd
export DESIGN_NAME = lvt_bram
export DESIGN_NICKNAME = lvt_bram
export VERILOG_FILES = /design/flow/design.v
export SDC_FILE = /design/flow/constraint.sdc
export NUM_CORES = 4
export LEC_CHECK = 1
export CORE_UTILIZATION = 50
==> design/flow/constraint.sdc <==
current_design lvt_bram

set clk_period 5.7
set clk_io_pct 0.2

create_clock -name clk0 -period $clk_period [get_ports {clk}]

set non_clock_inputs [all_inputs -no_clocks]
set_input_delay [expr $clk_period * $clk_io_pct] -clock clk0 $non_clock_inputs
set_output_delay [expr $clk_period * $clk_io_pct] -clock clk0 [all_outputs]
==> results.txt <==
ys flops - 2063
I/O pin total - 122
Hold Path Class - reg2reg
Clock Skew - 0.0303 ns
Synth Warn # - 3
number of enable flip-flop cells - 1806
cells after synthesis - 6636
GR Overflow Total - 0
Insertion Delay late pin - 0.86 ns
Critical Path Fanout Max - 9
main flop type - edfxtp_1
mux share of post-synthesis cell area - 13.5%
Port Buffer Count - 46
DR pass1 iterations - 6
dominant logic cell type in the layout - edfxtp_1
setup repair bufs after CTS - 0
Avg WL per Cell - 27.9 um
Slew HR - 17.7%
clk buf depth - 3
Adders+Majority by Area - 0%
DR iter-0 viols - 3816
Fmax achieved - 0.238 GHz
Top cells excl fill/tap - edfxtp_1 (1806), and2_1 (1794), mux4_2 (544), nand2_1 (397), buf_4 (381)
CP Capture Type - flop
gr usage total - 30.8%
Routed WL - 263 mm
Final Hold Violation Tally - 0
Post-DRT Antenna Nets - 0
fp util - 50.3%
first-pass GRT wire length - 391 mm
Root Buffer - clkbuf_16
FILL cells - 14500
PostCTS Resize Cnt - 0
distinct lib cells - 71
largest net degree at the start of global routing - 101
Core ar. - 190000 um2
hpwl dp - 172 mm
CP Data Arrival Time - 4.66 ns
simple share - 15.8%
Synth Area per Inst - 14.4 um2
CTS tree - done
Largest logic family - simple AND/OR/NAND/NOR gates
Worst-path clk slew - 0.06 ns
Total Neg Setup Slack - 0 ns
Yosys Instances - 6636
crit start category - input port
initial antenna violation count - 7
Final Cycle Share - 73.8%
vias in the first global route - 58200
Final Wtd Congestion - 0.990
Slew @ Worst Pin - 1.23 ns
horizontal die size - 440 um
peak supply drop - 0.281 mV
via count - 55200
Residual DRC - 0
mapped cell area - 95700 um2
number of CTS-inserted buffers - 214
Layout Area Growth over Synthesis - 12.0%
non-filler cells, final - 9420
register share after synthesis - 63.4%
yosys aoi share - 4.59%
Die Height - 440 um
Cell Pwr Density - 324 nW/um2
critical path type - in2reg
Site Rows - 160
Tmin final - 4.21 ns
Slew Viols, Final - 0
Async SR Flop Fraction - 12.5%
H-tree Lvls - 4
max cap viols - 0
Hold Buf Count CTS - 0
layout cells sized above 1 - 19.1%
Pleak - 0.0381 uW
crit path DRT - 6.16 ns
vias per std cell - 5.86
RSZ-0062 raised after global routing - false
status - completed
YS chip area - 95700 um2
Clock Sinks - 2063
xor+xnor area frac - 0%
count of tool warnings - 80
Die Size - 193000 um2
final setup vio count - 0
Placed Cells incl. Taps - 9014
[per-stage QoR]
stage	worst slack (ns)	instance area [um2]	hold WS (ns)	util [%]	total power (uW)
after floorplan	0.867	95800	0.440	-	19300
after global placement	0.720	99900	0.464	52.5	20400
after detailed placement	0.663	99900	0.462	52.5	20500
after CTS	1.57	107000	0.488	56.4	35000
after global routing	1.48	107000	0.505	56.4	35700
final	1.49	107000	0.486	56.4	34700
[layout make-up]
type | count | area (um2) | area share [%]
Tap cell | 2511 | 3140 | 2.93
Inverter | 7 | 33.8 | 0.0315
Antenna cell | 5 | 12.5 | 0.0117
Multi-Input combinational cell | 4007 | 32700 | 30.5
Timing Repair Buffer | 426 | 3450 | 3.21
Clock buffer | 254 | 5580 | 5.20
Sequential cell | 2063 | 60700 | 56.6
Clock inverter | 147 | 1690 | 1.58
[flip-flops by register name (all words and copies together) (netlist names)]
register,cells
L1.lvt_out,1
B0.data_out,7
B1.ram,896
B1.data_out,7
L1.lvt_memory,256
B0.ram,896
[cell families (layout without fill, tap and decap cells)]
group           Yosys count  count (layout)
mux                     605             605
buf+inv                 590             834
flops                  2063            2063
other cells               1              30
compound gates          695             695
simple gates           2682            2682
[worst max-delay path: stages]
cell	delay, ns
clkdlybuf4s50_1	0.71
nor2b_1	1.02
nand3_2	0.64
o21ai_0	1.13
[synth_stat cells (11+ instances only)]
master	number	area (um2)
clkbuf_1	425	1600
a22oi_1	59	443
a22o_1	125	1090
o221ai_1	13	114
a21oi_1	146	731
mux2_2	12	135
nor2_1	296	1110
and3_1	24	150
dfrtp_1	257	6430
buf_1	19	71.3
o22ai_1	15	93.8
o21ai_0	261	1310
edfxtp_1	1806	54200
nand3_1	47	235
buf_4	44	330
nor3_1	11	55.1
and2_1	1793	11200
buf_6	24	270
mux4_2	544	12300
nor4_1	15	93.8
o21ai_1	12	60.1
nand2b_1	26	163
nand2_1	397	1490
buf_2	70	350
mux2i_1	48	480
[metal layers]
metal	up-vias	track usage, %	routed length [um]
met5	-	0.720	218
met4	9	9.67	11300
met3	508	13.1	28500
met2	2541	45.1	125000
met1	27500	46.6	98000
li1	24600	-	-
[worst paths after layout]
| path | from | depth (start not counted) | to | slack, ns |
|---|---|---|---|---|
| max reg2reg | L1.lvt_memory[14][0] | 7 | L1.lvt_out | 2.84 |
| min reg2reg | L1.lvt_memory[96][0] | 2 | L1.lvt_memory[96][0] | 0.49 |
| min | L1.lvt_memory[96][0] | 2 | L1.lvt_memory[96][0] | 0.49 |
| min in group asynchronous | rst | 3 | L1.lvt_memory[125][0] | 0.95 |
| max | wr1_en | 4 | B1.ram[58][2] | 1.49 |
| max in group asynchronous | rst | 5 | L1.lvt_memory[108][1] | 3.18 |
[report_power, final]
part | internal (uW) | total, uW | switching [uW]
Combinational | 1060 | 2680 | 1620
Sequential | 17200 | 17500 | 286
Clock | 8630 | 14600 | 5930
Power is estimated from default activity; no workload was simulated.
